==> /design/flow/design.v <==
module and_gate (a, b, andout);
        input [15:0] a, b;
        output [15:0] andout;
        reg [15:0] reg_andout;
    always @(*) begin
        reg_andout = a & b;
    end
    assign andout = reg_andout;
endmodule
module nand_gate (a, b, nandout);
        input [15:0] a, b;
        output [15:0] nandout;
        reg [15:0] reg_nandout;
    always @(*) begin
        reg_nandout = ~(a & b);
    end
    assign nandout = reg_nandout;
endmodule
==> /design/flow/run.sh <==
#!/bin/bash
# OpenROAD 26Q1-2900-gdf79404cd8, Yosys 0.63+post, stock flow scripts
make -C /OpenROAD-flow-scripts/flow DESIGN_CONFIG=/design/flow/config.mk WORK_HOME=/design/flow/orfs finish
==> /design/flow/config.mk <==
export PLATFORM = sky130hd
export DESIGN_NAME = and_gate
export DESIGN_NICKNAME = and_gate
export VERILOG_FILES = /design/flow/design.v
export SDC_FILE = /design/flow/constraint.sdc
export NUM_CORES = 4
export LEC_CHECK = 1
export CORE_AREA = 10 10 70 70
export DIE_AREA = 0 0 80 80
==> /design/flow/constraint.sdc <==
current_design and_gate

set clk_period 1.0
set clk_io_pct 0.2

create_clock -name clk0 -period $clk_period

set non_clock_inputs [all_inputs -no_clocks]
set_input_delay [expr $clk_period * $clk_io_pct] -clock clk0 $non_clock_inputs
set_output_delay [expr $clk_period * $clk_io_pct] -clock clk0 [all_outputs]
==> reports/notes.md <==
The worst setup path is captured at an output port. Layer carrying the most global-route usage: met2. Per the synthesis report, the dominant area consumer among library cells is and2_1.

The number of design rule violations left after detail routing was 0; the area of the chip was 6400 um2. The final hold violation count was 0. The run gives 0.687 for the global placement routability congestion. Global routing used 1.25% of the available met3 tracks.

The longest incremental delay of any stage on the critical path is reported as 230 ps. The power density of the placed cells is 236 nW/um2, and the final number of setup-violating endpoints is 0. The number of antenna violations at the first check in global routing came out at 0. The highest clock rate this design can be run at is 1.13 GHz. The slew of the pin with the lowest slew margin was 54.7 ps. With the number of port buffers at 48, the number of cells produced by synthesis is 16. Per the detail_route report, routed wire per instance is 9.95 um. The run gives 0.122 mW as the total power after layout.

The post-route utilization of the core is recorded as 15.2%. For this run, global-route usage on met1 was measured as 3.89%. The logs give 0 for the tally of clock buffers in the finished layout and 0 um2 for the total area of sequential cells.

The first global-routing pass estimated 1590 um of wire. The number of slew-limit violations in the final report is 0, and the sequential fraction of the synthesis area is 0%. With the share of layout cells above drive strength 1 at 25.0%, the global-route usage over all layers is 3.07%. The die boundary width came out at 80 um. Element type at the critical path start: an input port.

The count of yosys warnings during synthesis is 1, and the tally of nets with antenna violations remaining after routing is 0. For the maximum resistive drop on vdd, the log shows 0.0463 mV. The layout has 431 filler cells. The synthesized area per cell works out to 6.26 um2. The run finished with clean final reports.

Entering global routing, the biggest net connects 2 pins. Per the OpenROAD floorplan log, the height of the die is 80 um. The largest individual stage delay along the critical path comes from the cell dlygate4sd2_1.

In the synthesis report, Yosys lists the chip area as 100 um2. The met2 routing resource usage after global routing was 5.06%; the arrival time of the worst setup path was 680 ps. With the share of Yosys cell area claimed by the top area cell type at 100%, the leakage component of the power is 0.287 nW. The floorplan has 21 rows. After global routing the overflow that remains totals 0.

The number of vias in the routed layout is 265, and the number of DRC violations after detailed-routing iteration 0 is 0. Per the run report, area growth between synthesis and finish was 418%. Distinct cell type count of the synthesized netlist: 1. The post-synthesis instance area came out at 100 um2.

48 I/O pins were placed. The logs give 0 ps for the sum of negative setup slack and 3420 um2 for the area inside the core boundary. The logs give 1 for the count of TritonRoute iterations in the first routing pass and 1090 um for the sum of routed wire length over all layers.

The count of flip-flops and latches is 0, and the via count of the first global-routing pass is 304. Per STA, the worst path is made up of dlygate4sd2_1 > and2_1 > buf_2. For this design, the CTS-stage hold fixing added 0 buffers.

Data on the critical path is required at its endpoint by 800 ps. The final clock period utilization by the worst path works out to 88.5%. In this design, the largest share of critical-path delay is due to buffers and inverters. Largest fanout of any net on the critical path: 1. The tools report the cell total in the yosys stat output as 16. Setup repair after global routing left no endpoint under its margin.

According to the hold report, the worst path is of the input port to output port type. The tools report the number of maximum-capacitance constraint violations as 0. The worst setup path category is input port to output port. The tool warning count was 32; the number of diodes added for antenna fixing was 0. The combined buffer and inverter count along the critical path was 2; the minimum period implied by the final worst setup slack was 885 ps.

After detailed routing, the number of vias per cell comes to 2.41. For this configuration, the core starts out at a cell density of 2.93%. The run gives 96.4% as the worst max-slew margin expressed relative to the limit. The main area contributors are and2_1 (100%).
==> cell families after synthesis <==
kind of cell / after synthesis / synth area share [%]
and+or+nand+nor: 16 / 100
==> what timing repair did <==
item,CTS,global route
setup buffers,0,0
resized,82,0
setup endpoints to repair,16,0
==> Yosys cell counts (all sizes together) <==
cell	instances
and2	16
==> metrics by stage <==
stage	hold slack (ps)	cells	setup WS [ps]	instance area, um2
final	763	110	115	518
after CTS	768	110	106	518
after global placement	1320	110	-459	638
after floorplan	472	16	486	100
after global routing	781	110	80.0	518
after detailed placement	1310	110	-465	638
==> per-layer routing <==
metal | wire, um | up-vias
li1 | - | 144
met1 | 496 | 94
met2 | 474 | 27
met3 | 123 | 0
met4 | 0 | 0
met5 | 0 | -
==> worst paths after layout <==
check / slack (ps) / startpoint / cells after the start / endpoint
max: 120 / b[7] / 3 / andout[7]
min: 760 / a[1] / 3 / andout[1]
==> area by class of cell <==
cell class / count / area [um2] / share of cell area (%)
tap: 46 / 57.6 / 11.1
multi-input combinational: 16 / 100 / 19.3
timing repair buffer: 48 / 360 / 69.6
==> layout by cell type (no fill, tap or decap), drive strengths merged <==
master	netlist	routed
and2	16	16
buf	0	16
dlygate4sd2	0	32
==> report_power, final <==
group          switching, mW  total, mW  internal, mW
sequential                 0          0             0
combinational         0.0236      0.122        0.0989
clock                      0          0             0
total                 0.0236      0.122        0.0989
Power figures rest on the tool's default switching activity, not on a simulated workload.
