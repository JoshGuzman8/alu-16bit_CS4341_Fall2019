==> flow/design.v <==
module adder_subber(Sum, Carry, Overflow, A, B, sel);
        output [15:0] Sum;    
        output 	Carry;    
		output Overflow;
        input [15:0] 	A;    
        input [15:0] 	B;    
        input 	sel;   
        reg [15:0] Sum;
        reg [16:0] o_Sum;
    always @ (A or B or sel)
	begin
		if (sel ==1'b0)
			Sum  = A - B;
		else
			Sum  = A + B;
	end
	always @ (A or B or sel)
	begin
		if (sel ==1'b0)
			o_Sum  = A - B;
		else
			o_Sum  = A + B;
	end
    assign Carry = o_Sum[16];
	assign Overflow = Carry;
endmodule 
==> flow/run.sh <==
#!/bin/bash
# OpenROAD 26Q1-2900-gdf79404cd8, Yosys 0.63+post, stock flow scripts
make -C /OpenROAD-flow-scripts/flow DESIGN_CONFIG=/design/flow/config.mk WORK_HOME=/design/flow/orfs finish
==> flow/config.mk <==
export PLATFORM = sky130hd
export DESIGN_NAME = adder_subber
export DESIGN_NICKNAME = adder_subber
export VERILOG_FILES = /design/flow/design.v
export SDC_FILE = /design/flow/constraint.sdc
export NUM_CORES = 4
export LEC_CHECK = 1
export CORE_AREA = 10 10 83 83
export DIE_AREA = 0 0 93 93
==> flow/constraint.sdc <==
current_design adder_subber

set clk_period 20.8
set clk_io_pct 0.2

create_clock -name clk0 -period $clk_period

set non_clock_inputs [all_inputs -no_clocks]
set_input_delay [expr $clk_period * $clk_io_pct] -clock clk0 $non_clock_inputs
set_output_delay [expr $clk_period * $clk_io_pct] -clock clk0 [all_outputs]
==> impl_metrics.csv <==
group,metric,value,unit
outcome,status,"completed",
drt,routed_wl,3589,µm
timing,tns,0,ns
drt,first_pass_iters,4,
worst_setup_path,endpoint_kind,"primary output",
worst_setup_path,crit_type,"in2out",
timing,hold_violations,0,
timing,rsz0062_at_grt,"false",
global_route,grt_pass1_vias,1384,
worst_hold_path,holdPathStages,3,
worst_setup_path,start_kind,"input port",
synthesis,ys_area,1159,µm²
floorplan,fp-row-count,26,
final_layout,n_clock_buffer,0,
synthesis,top_area_cell,"ha_1",
global_route,grt_overflow,0,
drt,antenna_cells,0,
power_and_ir_drop,ir_worst_vdd,0.00001343,V
global_route,grt_pass1_wl,6244,µm
final_layout,syn_to_final_growth,48.38,%
timing,worstMarginPinSlew,0.5412,ns
worst_setup_path,path_max_fanout,6,
job,warning_count,32,
timing,relSlewSlack,0.6381,
timing,finalCritPeriodShare,0.5764,
synthesis,syn-mean-instance-area,6.815,µm²
final_layout,fin_area,1719,µm²
global_route,antenna_found_initial,0,
worst_setup_path,crit_required,16.64,ns
floorplan,die_y,93,µm
synthesis,synth_cell_types,39,
timing,maxSlewViolCount,0,
power_and_ir_drop,powerDensity,41.01,nW/µm²
synthesis,syn_area,1159,µm²
final_layout,n_fill_cell,568,
job,drv_cap,0,
place,dp_cells,284,
synthesis,top_area_frac,0.1836,
floorplan,chip_area,8649,µm²
drt,drc,0,
floorplan,initCoreUtil,0.2254,
final_layout,drive_above_1_share,0.01869,
place,place_area,1719,µm²
worst_hold_path,whs_endpoint,"Sum[0]",
timing,post-route-min-period,11.99,ns
drt,viasPerCell,4.673,
final_layout,layout.area.comb,1095,µm²
drt,drtAntennaViolNets,0,
cts,ctsHoldBuffers,0,
final_layout,regArea,0,µm²
drt,num_vias,1327,
place,portBuffers,51,
drt,initialDrtViolationCount,110,
synthesis,ys_cells,170,
power_and_ir_drop,p_leak,0.6916,nW
worst_setup_path,arrival,7.83,ns
drt,routedWlPerCell,12.64,µm
synthesis,topCellsByArea,"ha_1 18%, xor2_1 12%, a21oi_1 8.2%",
place,dpl.hpwl,3220,µm
synthesis,common_cells,"19 x a21oi_1, 17 x ha_1, 17 x nor2_1",
worst_hold_path,min_from,"A[0]",
final_layout,nFlopsAndLatches,0,
cts,cts_setup_buffers,0,
global_route,grtUsageTotal,0.08400,
place,finalWeightedCongestion,0.8559,
synthesis,most_common_cell,"a21oi_1",
synthesis,synth_cells,170,
final_layout,finalNonFillerCells,284,
floorplan,io_pins,51,
worst_hold_path,hold_class,"in2out",
synthesis,ys_warn_count,1,
cts,cts_resized,0,
floorplan,die_w,93,µm
global_route,grt_max_degree,17,
synthesis,postSynthSeqShare,0,
timing,setup_viol,0,
floorplan,core,5140,µm²
timing,fmax,83.40,MHz
## critical path, cell delays in order
cell and delay [ns]:
clkdlybuf4s50_1 0.48, nor3_1 0.26, and3_1 0.25, nor4b_1 0.42
nor2_1 0.10, xnor2_1 0.15, ha_1 0.35, nand4_1 0.18
o21ai_0 0.16, or4_1 0.41, a211oi_1 0.27, xnor2_1 0.16
clkdlybuf4s50_1 0.48
## cell families (layout without fill, tap and decap cells)
logic type | after synthesis | count (layout) | share of synthesized area
AND/OR/NAND/NOR | 61 | 61 | 0.2678
multiplexers | 2 | 2 | 0.01836
XOR/XNOR | 26 | 26 | 0.1965
buffers and inverters | 14 | 58 | 0.05508
adder cells (fa/ha/maj) | 18 | 18 | 0.2009
AND-OR/OR-AND | 49 | 49 | 0.2613
## routing by layer
| layer | vias to the layer above | wire length, µm | track usage |
|---|---|---|---|
| li1 | 726 | - | - |
| met1 | 573 | 1718 | 0.1082 |
| met2 | 26 | 1715 | 0.1519 |
| met3 | 2 | 139 | 0.01131 |
| met4 | 0 | 14 | 0.003856 |
| met5 | - | 0 | 0 |
## per-stage QoR
| step | hold WS, ns | power (mW) | setup WS, ns | util |
|---|---|---|---|---|
| after global placement | 9.365 | 0.07191 | 8.874 | 0.3345 |
| after detailed placement | 9.363 | 0.07173 | 8.790 | 0.3345 |
| after global routing | 9.436 | 0.07980 | 8.429 | 0.3345 |
| final | 9.358 | 0.07050 | 8.810 | 0.3345 |
| after CTS | 9.370 | 0.07201 | 8.783 | 0.3345 |
| after floorplan | 8.392 | 0.03681 | 10.07 | - |
## placed cells by master, fill, tap and decap left out, drive strengths merged, types with 3 or more instances in the layout
| cell | netlist | final |
|---|---|---|
| a21oi | 19 | 19 |
| xor2 | 16 | 16 |
| nor2 | 17 | 17 |
| ha | 17 | 17 |
| o211ai | 3 | 3 |
| nand2 | 9 | 9 |
| or4 | 3 | 3 |
| o31ai | 3 | 3 |
| nor4 | 3 | 3 |
| o21ai | 8 | 8 |
| xnor2 | 10 | 10 |
| inv | 7 | 7 |
| and3 | 4 | 4 |
| clkdlybuf4s50 | 0 | 51 |
| nor3 | 8 | 8 |
| a31oi | 3 | 3 |
| nand4 | 3 | 3 |
| nand3 | 7 | 7 |
| a21o | 3 | 3 |
## where the power goes
group | internal, mW | switching (mW)
combinational | 0.0418 | 0.0287
sequential | 0 | 0
clock | 0 | 0
## worst max path at each step
stage | from | end | slack (ns)
final | B[2] | Sum[14] | 8.81
after global routing | B[2] | Overflow | 8.43
after CTS | B[2] | Sum[14] | 8.78
## cell type report
class	count	share of cell area
multi-input combinational	156	0.6368
timing repair buffer	51	0.2969
tap	70	0.05095
inverter	7	0.01528
No activity file was given, so power comes from the tool's default toggle rates.
